==> ./design.v <==
module ImmGen #(
	parameter INS_WIDTH = 32,
	parameter IMM_WIDTH = 32
)(
	input      [INS_WIDTH-1:0] Instruction,
	output reg [IMM_WIDTH-1:0] ImmExt
);
always @(Instruction) begin
	case(Instruction[6:0])  
		7'b0010011: ImmExt = {{20{Instruction[31]}}, Instruction[31:20]};
		7'b0000011: ImmExt = {{20{Instruction[31]}}, Instruction[31:20]};
		7'b0100011: ImmExt = {{20{Instruction[31]}}, Instruction[31:25], Instruction[11:7]};
		7'b1100011: ImmExt = {{20{Instruction[31]}}, Instruction[31], Instruction[7], Instruction[30:25], Instruction[11:8]};
		7'b1101111: ImmExt = {{12{Instruction[31]}}, Instruction[31], Instruction[19:12], Instruction[20], Instruction[30:21]};
      7'b0010111: ImmExt = {Instruction[31:12], 12'b0};
		default: ImmExt = 32'b0;
	endcase	
end
endmodule
==> ./config.mk <==
export PLATFORM = sky130hd
export DESIGN_NAME = ImmGen
export DESIGN_NICKNAME = ImmGen
export VERILOG_FILES = /design/flow/design.v
export SDC_FILE = /design/flow/constraint.sdc
export NUM_CORES = 4
export LEC_CHECK = 1
export CORE_AREA = 10 10 70 70
export DIE_AREA = 0 0 80 80
==> ./run.sh <==
#!/bin/bash
# OpenROAD 26Q1-2900-gdf79404cd8, Yosys 0.63+post, stock flow scripts
make -C /OpenROAD-flow-scripts/flow DESIGN_CONFIG=/design/flow/config.mk WORK_HOME=/design/flow/orfs finish
==> ./constraint.sdc <==
current_design ImmGen

set clk_period 6.7
set clk_io_pct 0.2

create_clock -name clk0 -period $clk_period

set non_clock_inputs [all_inputs -no_clocks]
set_input_delay [expr $clk_period * $clk_io_pct] -clock clk0 $non_clock_inputs
set_output_delay [expr $clk_period * $clk_io_pct] -clock clk0 [all_outputs]
==> flow_summary.ini <==
; generated from flow reports
[run]
drv_cap = 0
warning_count = 32

[power_and_ir_drop]
power.share.clock_pct = 0
swShare_pct = 38.73
p_sw_mw = 0.01837
cellInternalPower_mw = 0.02907
comb_power_share_pct = 100.0
pwr-share-seq_pct = 0
p_leak_nw = 0.5226
ir_worst_vdd_mv = 0.03041
p_per_area_mw_per_mm2 = 34.50

[critical_path]
crit_path_end_kind = output pin
start_kind = input port
required_ns = 5.36
worst_ep_arrival_time_ns = 4.01
critPathMaxFanout = 20
critical_path_class = input port to output pin

[detailed_routing]
drt_iter0_markers = 51
route.detailed.drc = 0
wire_per_inst_microns = 15.91
drt_wl_total_mm = 3.182
vias_per_cell = 5.035
dr.pass1.iters = 4
diodes = 0
detail-route-antenna-nets = 0
routed-via-count = 1007

[final_timing]
fin_crit_ns = 5.351
max_slew_margin_pct = 53.09
finalHoldViolations = 0
setup-violations-final = 0
setup_tns_ns = 0
slew_violations = 0
max_slew.worst_pin.slew_ns = 0.6982
clock.fmax_mhz = 186.9
fin_crit_sh_pct = 79.86
rsz0062_at_grt = no

[logic_synthesis]
ys_seq_share_pct = 0
synth_area_sq_um = 732.0
synth_cell_type_count = 32
ys_warn_count = 1
ys_cells = 100
ys_chip_area_sq_um = 732.0
syn_area_per_cell_sq_um = 7.320
syn_inst = 100

[placed_design]
globalplace.congestion = 0.8217
portBuffers = 64
placed_cells_incl_taps = 200
dpl.hpwl_mm = 2.651

[cells_and_area]
fillers = 355
clock_buffers = 0
comb_area_sq_um = 609.3
stdcell_count = 200
syn_to_final_growth_pct = 87.86
flops = 0
layout-drive-gt1-share_pct = 7.792
flop_area_sq_um = 0

[die]
die_h_microns = 80
ios = 64
dieArea_sq_mm = 0.006400
rows = 21
core_area_sq_mm = 0.003416
die_x_microns = 80
initial_core_util_pct = 21.43

[clocking]
post_cts_buffers = 0
cts.repair.resized = 0
cts_hold_buffers = 0

[global_routing]
grt_max_degree = 21
grt_pass1_vias = 934
grt_first_pass_wirelength_mm = 4.899
antenna_found_initial = 0
grt_overflow = 0
track_usage_pct = 9.169

[outcome]
status = complete, no violations

[min_path]
hp-class = input port to output pin
[stage by stage]
| step | hold WS (ns) | setup slack [ns] | power (mW) | instance area [sq um] | utilization, % |
|---|---|---|---|---|---|
| after CTS | 3.675 | 1.340 | 0.04765 | 1375 | 40.26 |
| after global placement | 3.663 | 1.393 | 0.04728 | 1375 | 40.26 |
| after detailed placement | 3.675 | 1.339 | 0.04746 | 1375 | 40.26 |
| final | 3.662 | 1.349 | 0.04744 | 1375 | 40.26 |
| after floorplan | 2.743 | 2.893 | 0.01727 | 732.0 | - |
| after global routing | 3.695 | 1.069 | 0.05150 | 1375 | 40.26 |
[cells by family (layout without fill, tap and decap cells)]
kind of cell,after synthesis,after routing,share of synthesized area [%]
compound gates,42,42,49.40
buf+inv,26,80,16.75
xor+xnor,1,1,1.197
simple gates,31,31,32.65
[power groups by stage]
stage / Clock (mW) / Combinational (mW) / Sequential (mW)
4_1_cts: 0 / 0.0476 / 0
5_1_grt: 0 / 0.0515 / 0
6_report: 0 / 0.0474 / 0
[cells in the final DEF, fill, tap and decap left out, types with 2 or more instances in the layout]
cell / count
clkdlybuf4s50_1: 64
inv_1: 14
a221o_1: 11
o211ai_1: 11
a22o_1: 6
nand4b_1: 5
or3b_2: 5
a21oi_1: 4
nor2_1: 3
nand3_1: 3
nor3_1: 2
nor2b_1: 2
o21ai_0: 2
nand4_1: 2
a21o_1: 2
and3_1: 2
buf_4: 2
[path summary, 6_finish.rpt]
path | from | endpoint | slack (ns) | depth (start not counted)
max | Instruction[5] | ImmExt[23] | 1.35 | 5
min | Instruction[19] | ImmExt[19] | 3.66 | 4
[worst max-delay path, cell delays in order]
cell             delay (ns)
clkdlybuf4s50_1        0.74
nor4b_1                0.67
nand3_1                0.44
o211ai_1               0.31
clkdlybuf4s50_1        0.50
[area by class of cell]
cell class / count / area share, %
timing repair buffer: 66 / 47.68
tap: 46 / 4.186
inverter: 14 / 3.822
multi-input combinational: 74 / 44.31
[synth_stat cells (2+ instances only)]
cell / number / share of area (%)
nand3_1: 3 / 2.1
clkbuf_1: 7 / 3.6
or3b_2: 5 / 6.0
a221o_1: 11 / 15
inv_1: 14 / 7.2
a22o_1: 6 / 7.2
nor2_1: 3 / 1.5
buf_2: 2 / 1.4
o21ai_0: 2 / 1.4
nand4_1: 2 / 1.7
a21oi_1: 4 / 2.7
nand4b_1: 5 / 6.0
a21o_1: 2 / 2.1
o211ai_1: 11 / 11
and3_1: 2 / 1.7
buf_6: 3 / 4.6
nor3_1: 2 / 1.4
nor2b_1: 2 / 1.7
[routing by layer]
metal / wire (microns) / global-route usage (%)
met5: 0 / 0
met4: 0 / 0
met3: 207 / 1.477
met2: 1613 / 16.13
met1: 1361 / 12.07
Power figures rest on the tool's default switching activity, not on a simulated workload.
