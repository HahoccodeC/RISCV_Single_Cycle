File: flow/run.sh
#!/bin/bash
# OpenROAD 26Q1-2900-gdf79404cd8, Yosys 0.63+post, stock flow scripts
make -C /OpenROAD-flow-scripts/flow DESIGN_CONFIG=/design/flow/config.mk WORK_HOME=/design/flow/orfs finish
File: flow/config.mk
export PLATFORM = sky130hd
export DESIGN_NAME = Adder
export DESIGN_NICKNAME = Adder
export VERILOG_FILES = /design/flow/design.v
export SDC_FILE = /design/flow/constraint.sdc
export NUM_CORES = 4
export LEC_CHECK = 1
export CORE_AREA = 10 10 94 94
export DIE_AREA = 0 0 104 104
File: flow/constraint.sdc
current_design Adder

set clk_period 18.1
set clk_io_pct 0.2

create_clock -name clk0 -period $clk_period

set non_clock_inputs [all_inputs -no_clocks]
set_input_delay [expr $clk_period * $clk_io_pct] -clock clk0 $non_clock_inputs
set_output_delay [expr $clk_period * $clk_io_pct] -clock clk0 [all_outputs]
File: flow/design.v
module Adder  #(
    parameter PC_WIDTH = 32
) (
	input      [PC_WIDTH-1:0] inA,
	input      [PC_WIDTH-1:0] inB,
	output  [PC_WIDTH-1:0] sum 
	);
assign sum = inA + inB ; 
endmodule
==> qor.tcl <==
set qor(routedWlPerCell_um) 13.76
set qor(core.rowCount) 30
set qor(leakage_nw) 1.176
set qor(grt_first_pass_wirelength_um) 9666
set qor(max_frequency_mhz) 98.08
set qor(final-instance-count-excl-fill) 422
set qor(drv.max_cap_violation_count) 0
set qor(critical-path-max-stage-delay_ns) 0.49
set qor(fp.dieArea_mm2) 0.01082
set qor(seqCellArea_um2) 0
set qor(finalSetupTns_ns) 0
set qor(grt.total_usage_pct) 10.19
set qor(dpl-instance-area_mm2) 0.002781
set qor(ys_area_mm2) 0.001744
set qor(slew_headroom_pct) 64.40
set qor(post_synth_num_cell_types) 50
set qor(io_buffer_count) 96
set qor(drc) 0
set qor(startpoint_type) {input port}
set qor(seq_area_frac_synth_pct) 0
set qor(n_antenna_cell) 0
set qor(min_path_type) {in -> out}
set qor(antenna_found_initial) 0
set qor(setup.worst_path.end_class) {output pin}
set qor(layout_min_cycle_time_ns) 10.20
set qor(vdd_drop_max_v) 0.00001600
set qor(final_max_slew_viol_count) 0
set qor(grt-ovfl-total) 0
set qor(worst_ep_arrival_time_ns) 6.58
set qor(fp-utilization_pct) 25.53
set qor(drt_pass1_iterations) 6
set qor(grt_pass1_vias) 2035
set qor(tightestPinTransition_ns) 0.5206
set qor(cts_resized) 0
set qor(timing.critical_path.cells) {clkdlybuf4s50_1, ha_1, fa_1, a21o_1, a31o_2, nand3_1, o221ai_1, a311oi_1, o21bai_1, xor2_1, clkdlybuf4s50_1}
set qor(timing.critical_path.slowest_stage_cell) {sky130_fd_sc_hd__clkdlybuf4s50_1}
set qor(hpwlAfterDp_um) 5175
set qor(hold_depth) 3
set qor(ys_cells) 241
set qor(drive_gt1_share_pct) 3.067
set qor(data_required_time_at_the_worst_endpoint_ns) 14.48
set qor(crit_fanout) 4
set qor(standard_cell_core_area_mm2) 0.006832
set qor(outcome) {completed}
set qor(routed_wirelength_um) 5807
set qor(hold_violations) 0
set qor(pin_count_of_the_biggest_net_entering_global_routing) 11
set qor(drt-initial-drc-count) 80
set qor(area.growth.synth_to_final_pct) 59.47
set qor(postSynthCellCount) 241
set qor(die_w_um) 104
set qor(lay_top_count) {sky130_fd_sc_hd__clkdlybuf4s50_1}
set qor(pwr_dens_mw_per_mm2) 38.31
set qor(cts_setup_buffers) 0
set qor(setup.worst_path.class) {in -> out}
set qor(mappedNetlistArea_mm2) 0.001744
set qor(cp_common_cell) {sky130_fd_sc_hd__clkdlybuf4s50_1}
set qor(chipHeight_um) 104
set qor(place_inst) 422
set qor(num-clock-buffers) 0
set qor(final_core_utilization_pct) 40.71
set qor(syn-mean-instance-area_um2) 7.237
set qor(yosys_warnings) 0
set qor(post_cts_hold_buffer_count) 0
set qor(warnings) 32
set qor(unrepaired_setup_endpoints_after_global_routing) {false}
set qor(post_route_cell_area_mm2) 0.002781
set qor(finalCritPeriodShare_pct) 56.33
set qor(io_pins) 96
set qor(layout.filler_cells) 708
set qor(mostFrequentLayoutCells) {sky130_fd_sc_hd__clkdlybuf4s50_1, sky130_fd_sc_hd__ha_1, sky130_fd_sc_hd__a21oi_1}
set qor(total_via_count_after_detailed_routing) 2077
set qor(layout.sequential_cells) 0
set qor(ant_nets) 0
set qor(vias_per_cell) 4.922
set qor(timing.hold.ws_ns) 8.280
set qor(timing.final.setup_violations) 0
set qor(place.gp.congestion) 0.8187
[worst max-delay path, delay by kind of cell]
kind                     cells  cell delay (ns)
AND-OR/OR-AND                5             1.19
XOR/XNOR                     1             0.13
adder cells (fa/ha/maj)      2             0.64
buffers and inverters        2             0.89
AND/OR/NAND/NOR              1             0.09
[Yosys cell counts (all sizes together) (2+ instances only)]
master  number  area [um^2]
a211oi       3        22.52
a21o        19        142.6
a21oi       29        145.1
a311oi       3        43.80
a31oi        3        18.77
buf          3        13.76
clkbuf       8        30.03
ha          31        387.9
inv          6        22.52
mux2i        2        20.02
nand2       18        67.56
nand2b       2        12.51
nand3       10        50.05
nand4        8        50.05
nor2        12        45.04
nor3         4        20.02
o211ai       3        22.52
o21a         2        15.01
o21ai       15        78.82
o21bai       5        48.80
o221ai       2        17.52
o311ai       2        17.52
or2          3        18.77
xnor2       13        113.9
xor2        15        131.4
[per-layer routing]
metal,up-vias,part of all wire [%],GRT usage [%]
li1,1092,-,-
met3,0,6.6,2.068
met1,918,49,14.26
met2,67,44,16.67
met5,-,0,0
met4,0,0,0
[worst paths after layout]
path	endpoint	slack, ns	startpoint
worst max-delay path	sum[26]	7.90	inA[0]
worst min-delay path	sum[0]	8.28	inB[0]
[report_power, final]
part / total (W) / internal (W) / switching (W)
clock network: 0 / 0 / 0
registers: 0 / 0 / 0
logic: 0.000107 / 0.0000643 / 0.0000423
[cell families after synthesis]
family / count (synthesis) / share of synthesized area [%]
muxes: 2 / 1.148
buffers and inverters: 17 / 3.802
xor gates and xnor gates: 28 / 14.06
and+or+nand+nor: 65 / 18.29
adders and majority gates: 32 / 23.39
AOI/OAI and AO/OA: 97 / 39.31
[cell type report]
cell class / count / area [um^2] / area share (%)
Tap cell: 96 / 120.1 / 4.318
Multi-Input combinational cell: 224 / 1678 / 60.32
Timing Repair Buffer: 96 / 960.9 / 34.55
Inverter: 6 / 22.52 / 0.8097
[metrics by stage]
step | power, W | setup slack [ns]
4_1_cts | 0.0001084 | 7.884
3_5_place_dp | 0.0001075 | 7.893
3_3_place_gp | 0.0001079 | 7.939
5_1_grt | 0.0001189 | 7.697
6_report | 0.0001066 | 7.904
2_1_floorplan | 0.00005132 | 9.035
Power is estimated from default activity; no workload was simulated.
